[flow/run.sh]
#!/bin/bash
# OpenROAD 26Q1-2900-gdf79404cd8, Yosys 0.63+post, stock flow scripts
make -C /OpenROAD-flow-scripts/flow DESIGN_CONFIG=/design/flow/config.mk WORK_HOME=/design/flow/orfs finish
[flow/config.mk]
export PLATFORM = sky130hd
export DESIGN_NAME = unidad_control
export DESIGN_NICKNAME = unidad_control
export VERILOG_FILES = /design/flow/design.v
export SDC_FILE = /design/flow/constraint.sdc
export NUM_CORES = 4
export LEC_CHECK = 1
export CORE_AREA = 10 10 70 70
export DIE_AREA = 0 0 80 80
[flow/constraint.sdc]
current_design unidad_control

set clk_period 1.0
set clk_io_pct 0.2

create_clock -name clk0 -period $clk_period [get_ports {clk}]

set non_clock_inputs [all_inputs -no_clocks]
set_input_delay [expr $clk_period * $clk_io_pct] -clock clk0 $non_clock_inputs
set_output_delay [expr $clk_period * $clk_io_pct] -clock clk0 [all_outputs]
[flow/design.v]
module unidad_control (input wire [2:0] q, input wire qsub1, reset, clk, output wire CargaQ, DesplazaAQ, CargaA, CargaM, Resta, Fin);
reg [2:0] estado, estado_siguiente;
parameter S0 = 3'b000;
parameter S1 = 3'b001;
parameter S2 = 3'b010;
parameter S3 = 3'b011;
parameter S4 = 3'b100;
parameter S5 = 3'b101;
parameter S6 = 3'b110;
parameter S7 = 3'b111;
always @(posedge clk, posedge reset)
if (reset)
estado <= S0;
else
estado <= estado_siguiente;
always @(*)
case (estado)
S0: estado_siguiente = S1;
S1: estado_siguiente = S2;
S2: estado_siguiente = S3;
S3: estado_siguiente = S4;
S4: estado_siguiente = S5;
S5: estado_siguiente = S6;
S6: estado_siguiente = S7;
S7: estado_siguiente = S7;
default: estado_siguiente = S0;
endcase
assign CargaQ = (estado == S0) ? 1:0;
assign CargaM = (estado == S0) ? 1:0;
assign Reset_A = (estado == S0) ? 1:0;
assign DesplazaAQ = ((estado == S2) || (estado == S4) || (estado == S6)) ? 1:0;
assign CargaA = ( ((estado == S1) || (estado == S3) || (estado == S5)) && (((q[0] == 0) && (qsub1 == 1)) || ((q[0] == 1) && (qsub1 == 0)))) ? 1:0;
assign Resta = ((q[0] == 1) && (qsub1 == 0)) ? 1:0;
assign Fin = (estado == S7) ? 1:0;
endmodule
==> results.ini <==
[route]
viasPerCell = 2.41
dr.pass1.iters = 3
drc = 0
wl_per_cell_um = 7.42
drtIter0Drc = 1
postRouteAntennaNets = 0
dr_total_vias = 212
finalWirelength_um = 653
insertedDiodeCount = 0

[grt]
grt_pass1_wl_um = 1170
track_usage = 0.0234
grt_antenna_before_repair = 0
grt_pass1_vias = 263
gr-total-overflow = 0
grt_max_degree = 6

[place]
placedCellCount = 77
dp_hpwl_um = 450
gp_congestion = 0.626
place_ws_ns = -0.732
port_buffers = 9

[yosys]
synth_top_cell_by_area = dfrtp_1
syn_area_um2 = 214
ys_cells = 21
synth_cell_types = 11
syn_area_per_cell_um2 = 10.2
synthTopCellsByArea = dfrtp_1, ha_1, inv_1, mux2i_1, a21o_2
synth_seq_share = 0.351
syn_inst = 21
yosysWarnings = 2
yosysChipArea_um2 = 214
synth-seq-cells = 3
post-synth-top-area-fraction = 0.351

[pwr]
swShare = 0.189
comb_power_share = 0.049
switchingPower_mw = 0.0660
internal_power_mw = 0.282
clock_power_share = 0.601
peakVddDrop_v = 0.000276
cellLeakagePower_nw = 0.225
p_seq_frac = 0.350
power_density_mw_per_mm2 = 686

[clocking]
numCtsBuffers = 3
clk_pin_slew_ns = 0.04
cts-root-buf = clkbuf_4
htree_levels = 1
cts-hold-fix-buffers = 0
clk_path_buf_depth = 2
clk_latency_ns = 0.23
cts_tree = done
clock-sinks = 3

[finish]
largest_registers = estado x3
largest_register_ffs = 3
num-fill-cells = 393
drive_gt1_frac = 0.786
logic_area_um2 = 190
syn_to_final_growth_pct = 137
largest-register = estado
final_cells = 88
ff_latch_area_um2 = 76.3

[floorplanning]
rows = 21
chip_area_mm2 = 0.00640
die_w_um = 80
core_area_mm2 = 0.00342
boundaryPins = 12
core_util_floorplan = 0.0626
die_y_um = 80

[sta]
fin_skew_ns = 0.00133
period_used_share = 1.46
fin_ws_ns = -0.463
tightestPinTransition_ns = 0.220
slew_headroom = 0.854
rsz0062_at_grt = yes
setup-violations-final = 7
period_needed_ns = 1.46
finalHoldViolations = 0
fmax_mhz = 683
final_max_slew_viol_count = 0

[critical_path]
critPathLaunchType = register
critPathRequiredTime_ns = 0.80
crit_type = reg -> out
cp.arrival_ns = 1.26
cp-end-kind = output pin
worstPathMaxFanout = 3

[job]
drv_cap = 0
tool_warnings = 33

[status]
outcome = finished with violations
violations = negative setup slack

[hold_path]
hold_class = in -> async

-- cells in the mapped netlist --
cell     n
and2_2   1
mux2i_1  1
and2b_2  1
buf_4    1
a21o_2   1
or2_2    1
nor2_1   2
ha_1     5
a21oi_1  1
dfrtp_1  3
inv_1    4
-- layout by cell type, fill, tap and decap left out --
cell / count
a21o_2: 1
nor2_1: 1
inv_4: 1
ha_4: 3
and2b_2: 1
and2_2: 1
a21oi_4: 1
dlygate4sd2_1: 2
or2_2: 1
dfrtp_1: 2
inv_2: 1
clkbuf_1: 1
clkdlybuf4s50_1: 1
ha_2: 2
buf_4: 5
dfrtp_2: 1
mux2i_4: 1
inv_1: 2
clkbuf_4: 3
buf_6: 4
buf_2: 6
nor2_4: 1
-- path summary, 6_finish.rpt --
| kind | from | endpoint | slack [ns] | cells after the start |
|---|---|---|---|---|
| hold / removal | reset | estado[2] | 0.14 | 2 |
| setup reg to reg | estado[1] | estado[2] | -0.11 | 3 |
| min in group clk0 | estado[2] | estado[0] | 0.59 | 1 |
| max in group asynchronous | reset | estado[0] | 0.72 | 2 |
| hold reg to reg | estado[2] | estado[0] | 0.59 | 1 |
| setup / recovery | estado[1] | DesplazaAQ | -0.46 | 5 |
-- per-layer routing --
layer / vias to the layer above / global-route usage / wire (um)
met5: - / 0 / 0
met4: 0 / 0.00880 / 0
met3: 0 / 0.0216 / 77
met2: 10 / 0.0289 / 251
met1: 94 / 0.0273 / 324
li1: 108 / - / -
-- timing repair --
action | 4_1_cts | 5_1_grt
setup endpoints to repair | 8 | 8
buffers inserted | 7 | 1
pin swaps | 5 | 4
gates resized | 40 | 2
-- cell type report --
type                    count  share of cell area
clock buffers               4              0.0517
repair buffers             18               0.276
flip-flops and latches      3               0.150
inverters                   4              0.0345
well taps                  46               0.113
multi-input cells          13               0.374
-- through the flow --
| step | area (um2) | hold slack, ns | setup TNS, ns | total power [mW] | util |
|---|---|---|---|---|---|
| 2_1_floorplan | 220 | -0.0464 | -0.0819 | 0.128 | - |
| 3_3_place_gp | 372 | 0.379 | -2.97 | 0.145 | 0.109 |
| 3_5_place_dp | 372 | 0.380 | -3.14 | 0.146 | 0.109 |
| 4_1_cts | 492 | 0.131 | -2.27 | 0.361 | 0.144 |
| 5_1_grt | 508 | 0.134 | -2.79 | 0.389 | 0.149 |
| 6_report | 508 | 0.136 | -2.42 | 0.348 | 0.149 |
-- critical path: stages (launching register included) --
cell	delay, ns
dfrtp_1	0.40
inv_2	0.06
buf_6	0.12
ha_4	0.15
a21o_2	0.20
buf_2	0.11
-- logic make-up after synthesis --
kind of cell | after synthesis | share of synthesized area
fa+ha+maj | 5 | 0.292
mux | 1 | 0.0468
compound gates | 2 | 0.0643
simple gates | 5 | 0.140
buf+inv | 5 | 0.105
flops | 3 | 0.351
-- power groups by stage --
stage                 Clock, mW  Sequential, mW  Combinational, mW
final                     0.209           0.122             0.0170
after global routing      0.247           0.122             0.0205
after CTS                 0.221           0.122             0.0180
Power is estimated from default activity; no workload was simulated.
