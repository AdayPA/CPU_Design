`./run.sh`:
```
#!/bin/bash
# OpenROAD 26Q1-2900-gdf79404cd8, Yosys 0.63+post, stock flow scripts
make -C /OpenROAD-flow-scripts/flow DESIGN_CONFIG=/design/flow/config.mk WORK_HOME=/design/flow/orfs finish
```
`./config.mk`:
```
export PLATFORM = sky130hd
export DESIGN_NAME = sum_resta4
export DESIGN_NICKNAME = sum_resta4
export VERILOG_FILES = /design/flow/design.v
export SDC_FILE = /design/flow/constraint.sdc
export NUM_CORES = 4
export LEC_CHECK = 1
export CORE_AREA = 10 10 70 70
export DIE_AREA = 0 0 80 80
```
`./constraint.sdc`:
```
current_design sum_resta4

set clk_period 5.2
set clk_io_pct 0.2

create_clock -name clk0 -period $clk_period

set non_clock_inputs [all_inputs -no_clocks]
set_input_delay [expr $clk_period * $clk_io_pct] -clock clk0 $non_clock_inputs
set_output_delay [expr $clk_period * $clk_io_pct] -clock clk0 [all_outputs]
```
`./design.v`:
```
`timescale 1 ns / 10 ps
module registro4 (input wire [3:0] entrada, input wire bit_en_desp, input wire Carga, Desplaza, clk, reset, output wire [3:0] salida);
  wire enable;
  assign enable = Carga | Desplaza;  
  cdaff ff0(Carga, entrada[0], salida[1], clk, reset, enable, salida[0]);
  cdaff ff1(Carga, entrada[1], salida[2], clk, reset, enable, salida[1]);
  cdaff ff2(Carga, entrada[2], salida[3], clk, reset, enable, salida[2]);
  cdaff ff3(Carga, entrada[3], bit_en_desp, clk, reset, enable, salida[3]);  
endmodule
module registro3 (input wire [2:0] entrada, input wire bit_en_desp, input wire Carga, Desplaza, clk, reset, output wire [2:0] salida);
  wire enable;
  assign enable = Carga | Desplaza;  
  cdaff ff0(Carga, entrada[0], salida[1], clk, reset, enable, salida[0]);
  cdaff ff1(Carga, entrada[1], salida[2], clk, reset, enable, salida[1]);
  cdaff ff2(Carga, entrada[2], bit_en_desp, clk, reset, enable, salida[2]);  
endmodule
module cdaff (input wire selc_d, inp_c, inp_d, clk, reset, carga, output wire salida);
  wire inp;
  ffdc ff0(clk, reset, carga, inp, salida);
  mux2_1_i1 mux0(inp, inp_d, inp_c, selc_d);
endmodule
module mux2_1_i1(output wire out, input wire a, b, s);
  wire  s_n, sa, sb;     
  not inv1 (s_n, s);
  and and1 (sa, a, s_n);
  and and2 (sb, b, s);
  or or1 (out, sa, sb);
endmodule
module ffdc #(parameter retardo = 0)(input wire clk, reset, carga, d, output reg q);
  always @(posedge clk, posedge reset)
    if (reset)
      q <= #retardo 1'b0;  
    else
      if (carga)
        q <= #retardo d;  
endmodule
module sum_resta4(output wire[3:0] S, output wire c_out, input wire[3:0] A, input wire[3:0] B, input wire resta);
  assign {c_out, S} = (resta == 1) ? A - B + 0 : A + B + 0;
endmodule
```
==> reports/results.tsv <==
stage	metric	value	unit
status	status	finished, final reports clean	
floorplan	# rows	21	
drt	drt wl/cell	7.02	um
clocking	hold buffers post-CTS	0	
drt	Final ANT Viol Nets	0	
floorplan	chip width	80	um
synthesis	Top non-seq family	adder cells	
sta	Pins Over Slew Limit	0	
drt	diode count	0	
finish	Seq cells	0	
min_path	Hold Path Class	input pin to primary output	
finish	Comb area	188	um^2
drt	Via density	2.51	
placed_design	gpl congestion	0.771	
global_route	largest net degree at the start of global routing	5	
power_and_ir_drop	worst IR drop on VDD	14.8	uV
critical_path	WP data required	4160	ps
floorplan	fp util	6.04	%
finish	Area Overhead vs Synth	95.8	%
synthesis	top cells by area, synth	ha_1, xor2_1, fa_1	
floorplan	Die Y	80	um
drt	Vias	218	
min_path	worst hold stages	5	
synthesis	yosys stat area	206	um^2
finish	Clock buffer cells	0	
sta	total negative slack	0	ps
drt	WL final	611	um
critical_path	CP peak stage delay	520	ps
placed_design	port bufs	14	
sta	Final Hold Vio Count	0	
global_route	number of antenna violations at the first check in global routing	0	
sta	Rel. slew slack	82.3	%
critical_path	startpoint types	input pin	
drt	TritonRoute pass-1 iters	2	
finish	Storage cell area	0	um^2
critical_path	crit path max-delay cell type	clkdlybuf4s50_1	
sta	Slew @ Worst Pin	259	ps
synthesis	top area contributor share	30.3	%
finish	number of fill cells	388	
synthesis	Synth cell types	13	
synthesis	synthesized netlist cell count	27	
run	tool warning count	32	
floorplan	total core area	0.00342	mm^2
synthesis	most frequent cells after synthesis	ha_1, inv_1, nor2_1, xor2_1	
critical_path	most frequent CP cell	clkdlybuf4s50_1	
sta	fmax	0.225	GHz
clocking	post-cts resize count	0	
synthesis	yosys warns	0	
floorplan	die area	0.00640	mm^2
power_and_ir_drop	P_leak	0.000168	uW
synthesis	Syn Std Cell Area	206	um^2
power_and_ir_drop	PwrDens	118	mW/mm^2
synthesis	Simple-Gate Area Share	9.70	%
critical_path	crit end category	primary output	
clocking	post-CTS setup buffers	0	
global_route	GRT Residual Overflow	0	
finish	post-route core utilization	11.8	%
finish	share of cells above drive strength 1	2.44	%
min_path	Worst Hold Launch	A[0]	
min_path	WHS Endpoint	S[0]	
synthesis	XORs/XNORs by Area	21.2	%
synthesis	# Cells Yosys	27	
power_and_ir_drop	Total Power	47.6	uW
global_route	vias in the first global route	226	
floorplan	Ports	14	
synthesis	yosys adder share	40.0	%
drt	drc violations	0	
placed_design	hpwl dp	583	um
sta	RSZ-0062 raised after global routing	false	
critical_path	Worst Path Max Fanout	3	
sta	post-layout period usage	85.4	%
synthesis	yosys aoi share	15.2	%
synthesis	largest area contributor in the netlist	ha_1	
global_route	first-pass GRT wire length	1010	um
critical_path	CP Class	input pin to primary output	
global_route	total track usage	1.92	%
synthesis	Syn Area/Cell	7.65	um^2
sta	Tmin final	4440	ps
synthesis	register area share after synthesis	0	%
sta	Setup violations, final	0	
drt	DRT iter0 DRCs	1	
critical_path	CP Data Arrival Time	3400	ps
critical_path	Cell Chain, Critical Path	clkdlybuf4s50_1, inv_1, ha_1, mux2i_1, fa_1, a21o_1, a21oi_2, xor2_1, clkdlybuf4s50_1	
synthesis	mux share	4.85	%
run	maxcap violations	0	
## cells in the final DEF (no fill, tap or decap)
master and instances:
ha_1 5, xor2_1 3, a21oi_2 1, nor3_1 1, clkdlybuf4s50_1 14, fa_1 1
o21ai_0 1, a21o_1 1, inv_1 5, a21oi_1 2, mux2i_1 1, xnor2_1 2
nor2_1 3, nand2_1 1
## layout make-up
class                      count  share of cell area (%)
multi-input combinational     22                    46.4
timing repair buffer          14                    34.7
inverter                       5                    4.64
tap                           46                    14.2
## layer usage
metal | vias up | share of wire [%] | track usage [%]
met1 | 91 | 42 | 2.25
met3 | 0 | 21 | 1.48
met5 | - | 0 | 0
met2 | 10 | 36 | 2.89
li1 | 117 | - | -
met4 | 0 | 0 | 0
## logic make-up (layout without fill, tap and decap cells)
logic type               after synthesis  after routing
AND/OR/NAND/NOR                        5              5
XOR/XNOR                               5              5
multiplexers                           1              1
adder cells (fa/ha/maj)                6              6
buffers and inverters                  5             19
AND-OR/OR-AND                          5              5
## where the power goes
group	total (uW)	internal, uW	switching (uW)
logic	47.6	32.1	15.6
clock network	0	0	0
registers	0	0	0
total	47.6	32.1	15.6
## how the worst max path moves through the flow
stage	from	end	slack (ps)	cells past startpoint
4_1_cts	B[0]	c_out	710	9
5_1_grt	B[0]	c_out	630	9
6_report	B[0]	c_out	760	9
## metrics by stage
stage | hold slack [ps] | cell area, um^2 | cells | setup WS, ps
after detailed placement | 3110 | 404 | 87 | 721
after global routing | 3160 | 404 | 87 | 633
after floorplan | 2180 | 206 | 27 | 1920
after CTS | 3110 | 404 | 87 | 710
after global placement | 3110 | 404 | 87 | 759
final | 3090 | 404 | 87 | 761
## worst max-delay path: cells and delay by family
kind                       cells  cell delay (ps)
AOI/OAI and AO/OA              2              330
xor gates and xnor gates       1              150
adders and majority gates      2              720
buffers and inverters          3             1060
muxes                          1              100
Power figures rest on the tool's default switching activity, not on a simulated workload.
